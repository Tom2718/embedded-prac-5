`design/flow/constraint.sdc`:
```
current_design Clock

set clk_period 5.4
set clk_io_pct 0.2

create_clock -name clk0 -period $clk_period [get_ports {Clk_100M}]

set non_clock_inputs [all_inputs -no_clocks]
set_input_delay [expr $clk_period * $clk_io_pct] -clock clk0 $non_clock_inputs
set_output_delay [expr $clk_period * $clk_io_pct] -clock clk0 [all_outputs]
```
`design/flow/config.mk`:
```
export PLATFORM = sky130hd
export DESIGN_NAME = Clock
export DESIGN_NICKNAME = Clock
export VERILOG_FILES = /design/flow/design.v
export SDC_FILE = /design/flow/constraint.sdc
export NUM_CORES = 4
export LEC_CHECK = 1
export CORE_UTILIZATION = 40
```
`design/flow/run.sh`:
```
#!/bin/bash
# OpenROAD 26Q1-2900-gdf79404cd8, Yosys 0.63+post, stock flow scripts
make -C /OpenROAD-flow-scripts/flow DESIGN_CONFIG=/design/flow/config.mk WORK_HOME=/design/flow/orfs finish
```
`design/flow/design.v`:
```
module BCD_Decoder(input [3:0] BCD,
                   output reg [6:0] SevenSegment);
always @(BCD) begin
    case(BCD)  
        4'd0: SevenSegment    <= 7'b0111111; 
        4'd1: SevenSegment    <= 7'b0000110; 
        4'd2: SevenSegment    <= 7'b1011011; 
        4'd3: SevenSegment    <= 7'b1001111; 
        4'd4: SevenSegment    <= 7'b1100110; 
        4'd5: SevenSegment    <= 7'b1101101; 
        4'd6: SevenSegment    <= 7'b1111101; 
        4'd7: SevenSegment    <= 7'b0000111; 
        4'd8: SevenSegment    <= 7'b1111111; 
        4'd9: SevenSegment    <= 7'b1101111;
        default: SevenSegment <= 7'b0000000;
    endcase
end
endmodule
module Clock(input wire Clk_100M,
             input wire Reset_Button,
             input wire Button_Minutes,
             input wire Button_Hours,
             input wire [7:0] Slide_Switch,
             output [3:0] SegmentDrivers,
             output [7:0] SevenSegment,
             output [5:0] LED_Pins);
    reg [29:0] Count       = 30'b0;
    reg [5:0] seconds      = 6'b0;
    reg [3:0] minutesTens  = 4'd0;
    reg [3:0] minutesUnits = 4'd0;
    reg [3:0] hoursTens    = 4'd0;
    reg [3:0] hoursUnits   = 4'd0;
    wire Reset;
    Delay_Reset Delay_Reset1(Clk_100M,Reset_Button,Reset);
    wire Set_Minutes;
    wire Set_Hours;
    Debounce Debounce_Minutes(Clk_100M, Button_Minutes, Set_Minutes);
    Debounce Debounce_Hours(Clk_100M, Button_Hours, Set_Hours);
    SS_Driver SS_Driver1(
    Clk_100M, Reset,
    hoursTens,
    hoursUnits,
    minutesTens,
    minutesUnits,
    Slide_Switch,
    SegmentDrivers, SevenSegment
    );
    assign LED_Pins = seconds;
    always @(posedge Clk_100M) begin
        if (Reset) begin
            hoursTens    <= 4'd0;
            hoursUnits   <= 4'd0;
            minutesTens  <= 4'd0;
            minutesUnits <= 4'd0;
            seconds      <= 6'b0;
        end
        if (Count > 30'd1000000) begin  
            Count <= 30'b0;
            if (seconds == 6'd59) begin
                if (minutesTens == 4'd5 && minutesUnits == 4'd9) begin
                    if (hoursTens == 4'd2 && hoursUnits == 4'd3) begin
                        hoursTens    <= 4'd0;
                        hoursUnits   <= 4'd0;
                        minutesTens  <= 4'd0;
                        minutesUnits <= 4'd0;
                        seconds      <= 6'b0;
                    end
                    else if (hoursUnits == 4'd9) begin
                        minutesTens  <= 4'd0;
                        minutesUnits <= 4'd0;
                        hoursUnits   <= 4'd0;
                        seconds      <= 6'b0;
                        hoursTens    <= hoursTens + 1'b1;
                    end
                    else begin
                        minutesTens  <= 4'd0;
                        minutesUnits <= 4'd0;
                        seconds      <= 6'b0;
                        hoursUnits   <= hoursUnits + 1'b1;
                    end
                end
                else if (minutesUnits == 4'd9) begin
                    minutesTens  <= minutesTens + 1'b1;
                    minutesUnits <= 4'd0;
                    seconds      <= 6'b0;
                end
                else begin
                    minutesUnits <= minutesUnits + 1'b1;
                    seconds      <= 6'b0;
                end
            end
            else begin
                seconds <= seconds + 1'b1;
            end
        end
        else begin
            Count <= Count + 1'b1;
        end
        if (Set_Minutes) begin
            if (minutesUnits == 4'd9) begin
                if (minutesTens == 4'd5) begin
                    minutesTens  <= 4'b0;
                    minutesUnits <= 4'b0;
                end
                else begin
                    minutesTens  <= minutesTens + 1'b1;
                    minutesUnits <= 4'b0;
                end
            end
            else begin
                minutesUnits <= minutesUnits + 1'b1;
            end
        end
        if (Set_Hours) begin
            if (hoursTens == 4'd2) begin
                if (hoursUnits == 4'd3) begin
                    hoursTens  <= 4'b0;
                    hoursUnits <= 4'b0;
                end
                else begin
                    hoursUnits <= hoursUnits + 1'b1;
                end
            end
            else if (hoursUnits == 4'd9) begin
                hoursUnits <= 4'd0;
                hoursTens  <= hoursTens + 1'b1;
            end
            else begin
                hoursUnits <= hoursUnits + 1'b1;
            end
        end
    end
    initial begin
    end
endmodule
`timescale 1ns / 1ps
module Debounce(input Clk,
                input Button,
                output reg Set);
    reg [24:0] count = 25'b0;
    always @(posedge Clk) begin
        if (Button == 1'b1 && count == 25'b0) begin
            Set   <= 1'b1;
            count <= count + 1'b1;
        end
        else if (Set) begin
            Set <= ~Set;
        end
            else if (count > 25'd80000000) begin  
            count <= 25'b0;
            end
            else if (count > 25'b0) begin
            count <= count + 1'b1;
            end
        else begin
            Set <= 1'b0;
        end
    end
endmodule
module Delay_Reset(input Clk,
                   input Button,
                   output reg Reset);
    reg LocalReset;
    reg [18:0]Count;
    always @(posedge Clk) begin
        LocalReset <= Button;
        if (LocalReset) begin
            Count <= 0;
            Reset <= 1'b1;
        end
        else if (&Count) begin
            Reset <= 1'b0;
        end
        else begin
            Reset <= 1'b0;
            Count <= Count + 1'b1;
        end
    end
endmodule
`timescale 1ns / 1ps
module PWM (input clk,
            input [7:0] PWM_CW,
            output reg PWM_out);
    reg [7:0] count = 8'b0;   
    always @ (posedge clk)
    begin
        if (PWM_CW > count)
            PWM_out <= 1;
        else
            PWM_out <= 0;
        count <= count + 1'b1;
    end
endmodule
module SS_Driver(input Clk,
                 Reset,
                 input [3:0] BCD3,
                 BCD2,
                 BCD1,
                 BCD0,
                 input [7:0] Brightness,
                 output reg [3:0] SegmentDrivers,
                 output reg [7:0] SevenSegment);
    wire [6:0]SS[3:0];
    BCD_Decoder BCD_Decoder0(BCD0, SS[0]);
    BCD_Decoder BCD_Decoder1(BCD1, SS[1]);
    BCD_Decoder BCD_Decoder2(BCD2, SS[2]);
    BCD_Decoder BCD_Decoder3(BCD3, SS[3]);
    reg [18:0]Count = 19'b0;
    wire pwm_value;
    PWM PWM_inst (
    Clk,
    Brightness,
    pwm_value
    );
    always @(posedge Clk) begin
        Count                     <= Count + 1'b1;
        if (Reset) SegmentDrivers <= 4'hE;
        else if (&Count) begin
        SegmentDrivers <= {SegmentDrivers[2:0], SegmentDrivers[3]};
        Count          <= 19'b0;
    end
    end
    always @(*) begin
        SevenSegment[7] <= 1'b1;
        if (Reset) begin
            SevenSegment[6:0] <= 7'h7F;
        end
        else begin
            if (pwm_value) begin
                case(~SegmentDrivers)
                    4'h1 : SevenSegment[6:0] <= ~SS[0];
                    4'h2 : SevenSegment[6:0] <= ~SS[1];
                    4'h4 : SevenSegment[6:0]   <= ~SS[2];
                    4'h8 : SevenSegment[6:0]   <= ~SS[3];
                    default: SevenSegment[6:0] <= 7'h7F;
                endcase
            end
            else begin
                SevenSegment[6:0] <= 7'h7F;
            end
        end
    end
endmodule
```
==> impl_metrics.ini <==
; flow metrics
[run_status]
outcome = finished with violations
violations = DRC

[critical_path]
reg2reg_from = minutesUnits[1]
critPathLaunchType = flop
worstPathMaxFanout = 10
cpPeakStageDelay_ns = 0.62
critPathArrivalTime_ns = 2.51
crit_required_ns = 4.32
end_kind = output pin
crit_path_top_delay_cell = dfxtp_1
crit_type = flop to output pin
critical_path.cell_chain = clkinv_1 > and3_1 > o2111ai_1 > clkdlybuf4s50_1
crit_path_start = Delay_Reset1.Reset

[clock_tree]
cts_setup_buffers = 0
cts_tree = yes
clk_root_buffer_cell = clkbuf_16
cts.path.max_buffers = 2
ctsResizeCount = 0
clock_latency_ns = 0.41
cts_hold_buf = 0
numCtsBuffers = 17
cts_sinks = 138
htreeDepth = 4
clk_pin_slew_ns = 0.06

[sta]
fmax_mhz = 279
fin_ws_ns = 1.81
post-route-period-util = 0.664
slew_violations = 0
finClkSkew_ns = 0.00389
rsz0062_at_grt = no
setup_viol = 0
finalCriticalPeriod_ns = 3.59
slew_headroom = 0.532
final.setup.tns_ns = 0
hold_violations = 0
tightest_slew_ns = 0.700

[die]
die-area_um2 = 19100
fp-row-count = 49
die_x_um = 138
ios = 30
fp_util = 0.411
core_um2 = 18100
fp.dieH_um = 138

[synthesis]
synth_top_cell_by_count = nor2_1
ys_cells = 813
ys_sh_xor = 0.105
edf_count = 56
yosys_area_um2 = 7420
ys_top_cells_by_area = edfxtp_1 (23%), dfxtp_1 (22%), ha_1 (7.6%), nor2_1 (6.9%), xor2_1 (5.7%)
ff_type = dfxtp_1
synth-seq-cells = 138
synth-async-reset-ratio = 0
synth_cell_types = 63
yosys-mux-area-fraction = 0.0125
aoi_share = 0.100
synth.avg_cell_area_um2 = 9.13
top_area_cell = edfxtp_1
ys_warn_count = 7
ys_top_logic_family = simple AND/OR/NAND/NOR gates
simple_gate_share = 0.225
synth_top_area_share = 0.226
synth_area_um2 = 7420
syn_inst = 813
ys_seq_frac = 0.448
top_cells_by_count = nor2_1 (136), dfxtp_1 (82), nand2_1 (60)
ys_sh_adder = 0.0758

[routing]
first_pass_iters = 47
dr_wl_met3_um = 458
final_antenna_net_count = 0
drt-wirelength-per-cell_um = 12.8
drc = 9
via_per_inst = 4.98
drtIter0Drc = 295
antennaDiodeCount = 0
wl_met2_um = 5980
wl_met1_um = 7420
highest_layer = met4
wl_um = 14000
num_vias = 5455

[power]
clkPwrFrac = 0.332
leakagePower_nw = 3.24
intPower_mw = 2.26
power_density_nw_per_um2 = 377
p_comb_frac = 0.185
p_sw_frac = 0.297
ir_drop_v = 0.000234
seq_power_share = 0.483
switching_power_mw = 0.955
power_mw = 3.21

[cells_and_area]
layout-drive-gt1-share = 0.0577
regArea_um2 = 3320
logic_area_um2 = 3910
stdcell_area_um2 = 8530
nFillCells = 1636
area_growth_pct = 14.9

[worst_hold_path]
hp-class = flop to flop
worstHoldStart = Delay_Reset1.LocalReset

[flow_run]
warning_count = 52
cap_violations = 0

[place]
io_buffers = 28
dp_slack_ns = 2.22
gp_congestion = 0.878
placed_area_um2 = 7990
place_hpwl_um = 9720

[global_routing]
grt.overflow.total = 0
grt_max_degree = 26
antenna_found_initial = 0
grt_pass1_vias = 5178
track_usage = 0.161
grt_pass1_wl_um = 24900
-- power groups by stage --
stage	sequential (mW)	combinational [mW]	clock, mW
CTS	1.55	0.599	1.10
global route	1.59	0.689	1.14
finish	1.55	0.594	1.07
-- cells by family after synthesis --
| family | after synthesis |
|---|---|
| AND/OR/NAND/NOR | 353 |
| flip-flops | 138 |
| AND-OR/OR-AND | 114 |
| XOR/XNOR | 89 |
| buffers and inverters | 63 |
| adder cells (fa/ha/maj) | 45 |
| multiplexers | 9 |
| other | 2 |
-- worst paths after layout --
check | slack (ns) | end | depth (start not counted)
worst min-delay path | 0.33 | Delay_Reset1.Reset | 0
worst min register to register | 0.33 | Delay_Reset1.Reset | 0
worst max-delay path | 1.81 | SevenSegment[2] | 4
worst max register to register | 2.84 | hoursTens[1] | 9
-- cell usage in the layout, fill, tap and decap left out, drive strengths merged, types with 5 or more instances in the layout --
master and count:
clkdlybuf4s50 28, nand3 51, nor2 136, nor3 19
clkbuf 20, nand2b 9, nor4 11, a31oi 5
o21ai 31, ha 45, xnor2 41, xor2 48
a21oi 32, edfxtp 56, mux2i 7, nor2b 8
and4 5, a21o 7, and3 26, inv 43
clkinv 10, nand4 13, nand2 60, conb 13
dfxtp 82
-- registers in the layout, indices dropped and copies added, names as in the netlist --
name	count
Count	30
Debounce_Hours.Set	1
Debounce_Hours.count	25
Debounce_Minutes.Set	1
Debounce_Minutes.count	25
Delay_Reset1.LocalReset	1
Delay_Reset1.Reset	1
SS_Driver1.Count	19
SS_Driver1.PWM_inst.PWM_out	1
SS_Driver1.PWM_inst.count	8
SS_Driver1.SegmentDrivers	4
hoursTens	4
hoursUnits	4
minutesTens	4
minutesUnits	4
seconds	6
-- metal layers --
metal,up-vias,GRT usage
met1,2455,0.264
met2,79,0.240
li1,2906,-
met4,0,0.0195
met5,-,0
met3,15,0.0282
-- metrics by stage --
stage	instances	utilization	hold slack, ns
after floorplan	824	-	0.310
after global placement	1064	0.442	0.311
after detailed placement	1064	0.442	0.319
after CTS	1096	0.472	0.333
after global routing	1096	0.472	0.341
final	1096	0.472	0.333
-- final cells by class --
class / instances / area share
timing repair buffer: 32 / 0.0364
inverter: 42 / 0.0185
multi-input combinational: 623 / 0.458
clock inverter: 12 / 0.00806
clock buffer: 20 / 0.0562
tap: 229 / 0.0336
sequential: 138 / 0.389
-- worst max-delay path: cells and delay by family (launching register included) --
kind	cells	cell delay [ns]
AND-OR/OR-AND	1	0.16
buffers and inverters	2	0.93
flip-flops	1	0.62
AND/OR/NAND/NOR	1	0.38
Power and IR drop assume default switching activity.
